==> flow/design.v <==
`timescale 1ns/1ns
module ALU_4_Bit(input [3:0]a,input [3:0]b, input [2:0] sel,output reg  [3:0] result,output reg  carry,output reg  zero);
reg [4:0] temp;
always @(*) begin
    case(sel)
    3'b000: begin temp=a+b;
    result=temp[3:0];
    carry=temp[4]; 
    end
    3'b001: begin result=a-b; 
    temp = a-b;
    result = temp[3:0];
    carry= (a<b);
    end
    3'b010: begin result=a&b; end
    3'b011: begin result=a|b; end
    3'b100: begin result=a^b; end
    3'b101: begin result=~a;end
    3'b110: begin result=a<<1;end
    3'b111: begin result=a>>1; end
    endcase
    zero=(result==4'b0000);
end
endmodule
==> flow/run.sh <==
#!/bin/bash
# OpenROAD 26Q1-2900-gdf79404cd8, Yosys 0.63+post, stock flow scripts
make -C /OpenROAD-flow-scripts/flow DESIGN_CONFIG=/design/flow/config.mk WORK_HOME=/design/flow/orfs finish
==> flow/config.mk <==
export PLATFORM = sky130hd
export DESIGN_NAME = ALU_4_Bit
export DESIGN_NICKNAME = ALU_4_Bit
export VERILOG_FILES = /design/flow/design.v
export SDC_FILE = /design/flow/constraint.sdc
export NUM_CORES = 4
export LEC_CHECK = 1
export CORE_AREA = 10 10 79 79
export DIE_AREA = 0 0 89 89
==> flow/constraint.sdc <==
current_design ALU_4_Bit

set clk_period 4.6
set clk_io_pct 0.2

create_clock -name clk0 -period $clk_period

set non_clock_inputs [all_inputs -no_clocks]
set_input_delay [expr $clk_period * $clk_io_pct] -clock clk0 $non_clock_inputs
set_output_delay [expr $clk_period * $clk_io_pct] -clock clk0 [all_outputs]
==> metrics.yaml <==
status: "completed"
drtIter0Drc: 50
yosys.area_share.aoi: 0.2631
wl_per_cell_um: 11.23
fp.dieH_um: 89
fin_tns_setup_ns: 0
die-area_mm2: 0.007921
ys_sh_xor: 0.04062
synth_warnings: 1
worst_pin_slew_ns: 0.5283
drc: 0
ys_types: 36
first_global_vias: 658
fp.dieW_um: 89
slew_violations: 0
drive_above_1_share: 0.06731
core_mm2: 0.004661
maxSlewHeadroom: 0.6467
gp_congestion: 0.8992
cp-startpoint: "a[0]"
untimed_endpoints: 2
synth-adder-area-share: 0.2940
via_count: 659
final_area_um2: 880.8
period_minus_slack_ns: 4.340
hold_viol_final: 0
holdBufCountCts: 0
mux_area_frac: 0
drt.antenna.violating_nets: 0
max_freq_mhz: 230.4
synth_top_cell_by_area: "ha_1"
lay_top_count: "clkdlybuf4s50_1"
fin_util: 0.1890
ys_ff: 1
async_reset_ff_frac: 0
p_leak_nw: 0.3736
syn_area_um2: 646.9
ff_type: "dlxtn_1"
rows: 25
floorplan.core_util: 0.1388
hp-start: "a[1]"
largest_reg_flops: 1
avgSynthCellArea_um2: 7.351
cp_max_fo: 4
drt_pass1_iterations: 3
diodes: 0
end_kind: "output port"
cts_setup_buffers: 0
max_cap_viol_count: 0
yosys-stat-cells: 88
ys_sh_simple: 0.2650
area_growth_pct: 36.17
netlist.area_leader.share: 0.2321
yosys_area_um2: 646.9
finalWirelength_um: 1775
synthCells: 88
warnings: 40
finalClockPeriodUsage: 0.9436
required_ns: 3.68
antenna_found_initial: 0
edf_count: 0
avgViaCountPerCell: 4.171
mostFrequentLayoutCells: "clkdlybuf4s50_1 (17), ha_1 (12), inv_1 (9), nor2_1 (8), a21oi_1 (7)"
cts-resized-gates: 0
worstSetupPathType: "input port to output port"
portBuffers: 17
grtUsageTotal: 0.04545
grt-ovfl-total: 0
p_per_area_mw_per_mm2: 98.27
min_path_type: "input port to output port"
topCellsByArea: "ha_1 (23%), fa_1 (6.2%), a21oi_1 (5.4%)"
grt_pass1_wl_um: 3015
start_kind: "input port"
logic_family: "adder cells"
grt_max_degree: 17
hpwl_um: 1538
ir_worst_vdd_mv: 0.01543
num_io_pins: 17
unclocked_pins: 1
setup_viol: 0
detailed_place.area_um2: 880.8
critical_path_arrival_ns: 3.42
rsz0062_at_grt: "false"
whs_ns: 3.082
## worst paths after layout
kind	to	cells past startpoint
worst min-delay path	result[0]	5
worst max-delay path	zero	9
## stage by stage
step / total power [mW] / setup slack [ns] / std cells
finish: 0.08656 / 0.2595 / 158
global route: 0.09746 / 0.06845 / 158
CTS: 0.08788 / 0.2216 / 158
floorplan: 0.05041 / 1.490 / 88
global placement: 0.08759 / 0.2322 / 158
detailed placement: 0.08722 / 0.2186 / 158
## kinds of logic (layout without fill, tap and decap cells)
| family | after synthesis | after routing |
|---|---|---|
| adders and majority gates | 14 | 14 |
| and+or+nand+nor | 30 | 30 |
| latches | 1 | 1 |
| AOI/OAI and AO/OA | 25 | 25 |
| buffers and inverters | 15 | 31 |
| xor gates and xnor gates | 3 | 3 |
## report_power, final
part	internal, mW	switching (mW)	leakage [nW]
registers	0.00137	0.000267	0.00809
clock network	0	0	0
logic	0.0453	0.0396	0.366
## critical path: stages
cell,delay [ns]
clkdlybuf4s50_1,0.54
inv_1,0.08
ha_1,0.23
fa_1,0.48
nor3_1,0.04
a31oi_1,0.15
o221ai_1,0.18
nor4_2,0.30
clkdlybuf4s50_1,0.51
## layer usage
metal / global-route usage / vias to the layer above / share of wire
met5: 0 / - / 0
met4: 0.004335 / 0 / 0.012
met3: 0.006428 / 3 / 0.050
met2: 0.08245 / 10 / 0.50
met1: 0.05738 / 298 / 0.44
li1: - / 348 / -
## cell type report
class                      count  area (um^2)
tap                           54        67.56
inverter                      10        40.04
timing repair buffer          21        200.2
fill                         504         3780
multi-input combinational     72        558.0
sequential                     1        15.01
## synthesized netlist by cell type (2+ instances only)
master    number
a31oi_1        3
nand3b_1       2
nand2_1        5
a21oi_1        7
nor2_1         8
a211oi_1       3
buf_2          3
fa_1           2
o221ai_1       2
nand2b_1       2
nor3_1         3
o21ai_0        2
a21o_1         2
inv_1          9
xnor2_1        2
nor3b_1        2
ha_1          12
Power is estimated from default activity; no workload was simulated.
