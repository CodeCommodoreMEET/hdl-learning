==> flow/run.sh <==
#!/bin/bash
# OpenROAD 26Q1-2900-gdf79404cd8, Yosys 0.63+post, stock flow scripts
make -C /OpenROAD-flow-scripts/flow DESIGN_CONFIG=/design/flow/config.mk WORK_HOME=/design/flow/orfs finish
==> flow/config.mk <==
export PLATFORM = sky130hd
export DESIGN_NAME = mux_8to1_gatelevel
export DESIGN_NICKNAME = mux_8to1_gatelevel
export VERILOG_FILES = /design/flow/design.v
export SDC_FILE = /design/flow/constraint.sdc
export NUM_CORES = 4
export LEC_CHECK = 1
export CORE_AREA = 10 10 70 70
export DIE_AREA = 0 0 80 80
==> flow/constraint.sdc <==
current_design mux_8to1_gatelevel

set clk_period 1.5
set clk_io_pct 0.2

create_clock -name clk0 -period $clk_period

set non_clock_inputs [all_inputs -no_clocks]
set_input_delay [expr $clk_period * $clk_io_pct] -clock clk0 $non_clock_inputs
set_output_delay [expr $clk_period * $clk_io_pct] -clock clk0 [all_outputs]
==> flow/design.v <==
module mux_8to1_gatelevel (input i0,i1,i2,i3,i4,i5,i6,i7,s0,s1,s2,E, output w0,w1,w2,w3,w4,w5,w6,w7,w8,Y);
wire s0_not,s1_not,s2_not;
not g0 (s0_not,s0);
not    g1 (s1_not,s1);
not    g2 (s2_not,s2);
and g3 (w0,s0_not,s1_not,s2_not,i0);
and    g4 (w1,s0_not,s1_not,s2,i1);
and    g5 (w2,s0_not,s1,s2_not,i2);
and    g6 (w3,s0_not,s1,s2,i3);
and    g7 (w4,s0,s1_not,s2_not,i4);
and    g8 (w5,s0,s1_not,s2,i5);
and    g9 (w6,s0,s1,s2_not,i6);
and    g10 (w7,s0,s1,s2,i7);
or  g11 (w8,w0,w1,w2,w3,w4,w5,w6,w7);
and g12 (Y,E,w8);
endmodule
==> results.ini <==
[run_status]
run_status=finished with violations
violations_in_the_final_reports=negative setup slack

[global_route]
antenna_violations_before_repair=0
global_route_wire_length_before_repair_um=1504
number_of_global_route_vias_before_repair=304
groute.usage.overall_pct=2.932
gr_overflow_total=0
pin_count_of_the_biggest_net_entering_global_routing=8

[routing]
drt_iter0_drc=11
dr_total_vias=293
antenna_cells_inserted=0
via_per_inst=2.817
routed_wirelength_um=1025
drt-wirelength-per-cell_um=9.856
drtAntennaViolNets=0
remaining_drc_errors=0
drtPass1Iterations=3

[pwr]
intPower_uw=68.28
power.switching_fraction_pct=35.88
ir_worst_vdd_mv=0.05319
net-switching-power_uw=38.20
post-layout-total-power_uw=106.5
leak_pwr_nw=0.2292
power.share.clock_pct=0
combPwrFrac_pct=100.0
cellPowerDensity_nw_per_um2=208.1
power_frac_seq_pct=0

[die]
dieWidth_um=80
rows=21
floorplan.die.height_um=80
design.portCount=22
design.core.area_sq_um=3416
chip_area_sq_um=6400
floorplanUtilization_pct=4.139

[worst_setup_path]
worst_path_max_delay_cell=sky130_fd_sc_hd__or4_1
timing.critical_path.fanout_max=7
worstPathArrival_ns=1.25
worst_setup_path_start_kind=input port
crit_chain=buf_12, or2b_1, a21oi_2, or4_1, buf_2
cp.required_ns=1.20
timing.critical_path.slowest_cell_delay_ns=0.46
critPathCaptureType=primary output
crit_type=in2out

[sta]
max_slew.worst_pin.slew_ns=0.2083
fin_crit_ns=1.554
rsz_0062_raised_after_global_routing=true
achievable-frequency_ghz=0.6434
report.final.setup_viol=2
hold_slack_ns=0.9138
final_hold_viol_count=0
finalCritPeriodShare_pct=103.6
fin_tns_setup_ns=-0.09626
worst_slack_ns=-0.05436
final_max_slew_viol_count=0
timing.slew.headroom_pct=86.09

[synth]
synthCells=25
yosys_cells=25
yosysWarningCount=0
synth_seq_share_pct=0
synth.most_common_cell=sky130_fd_sc_hd__nor2_1
top_cells_by_area=sky130_fd_sc_hd__nor2_1 (16%), sky130_fd_sc_hd__nand2_1 (13%), sky130_fd_sc_hd__or2b_1 (11%), sky130_fd_sc_hd__nand2b_1 (8.8%), sky130_fd_sc_hd__o41a_1 (8.0%)
count_of_unique_library_cells_instantiated_by_yosys=12
top_cells_by_count=sky130_fd_sc_hd__nor2_1 (6), sky130_fd_sc_hd__nand2_1 (5)
synth_area_leader_cell=sky130_fd_sc_hd__nor2_1
synthesis.area_per_instance_sq_um=5.655
netlist_area_sq_um=141.4
yosys_area_sq_um=141.4
netlist.area_leader.share_pct=15.93

[placed_design]
gp_congestion=0.7697
placed_area_sq_um=456.7
numPortBuffers=22
dp_hpwl_um=849.2

[finish]
n_clock_buffer=0
drive_above_1_share_pct=60.34
seq_area_sq_um=0
fillerInstances=396
seq_cell_count=0
synthToLayoutAreaGrowth_pct=261.9
finish.instance_area_sq_um=511.7

[cts]
post_cts_hold_buffer_count=0

[worst_hold_path]
min-delay-path-class=in2out

[job]
warnings=34
cap_viol_max_count=0

==> power by group through the flow <==
stage	clock (mW)	combinational [mW]	sequential, mW
CTS	0	0.104	0
global route	0	0.117	0
finish	0	0.106	0
==> critical path, delay by kind of cell <==
kind | cells | cell delay [ns]
and+or+nand+nor | 2 | 0.65
buffers and inverters | 2 | 0.24
AOI/OAI and AO/OA | 1 | 0.06
==> area by class of cell <==
class / instances / area, sq um / area share [%]
well taps: 46 / 57.56 / 11.25
multi-input cells: 25 / 183.9 / 35.94
repair buffers: 33 / 270.3 / 52.81
==> repair_timing <==
item | CTS | global route
buffers inserted | 5 | 1
setup endpoints to repair | 10 | 6
gates resized | 60 | 11
pin swaps | 11 | 4
==> layout by cell type, fill, tap and decap left out, types with 2 or more instances in the layout <==
cell type,n
sky130_fd_sc_hd__a21oi_2,3
sky130_fd_sc_hd__buf_2,4
sky130_fd_sc_hd__buf_4,11
sky130_fd_sc_hd__clkbuf_2,5
sky130_fd_sc_hd__clkdlybuf4s15_1,4
sky130_fd_sc_hd__clkdlybuf4s50_1,3
sky130_fd_sc_hd__dlygate4sd2_1,3
sky130_fd_sc_hd__nand2_1,2
sky130_fd_sc_hd__nand2_2,3
sky130_fd_sc_hd__nand2b_4,2
sky130_fd_sc_hd__nor2_1,5
sky130_fd_sc_hd__or2b_1,2
==> worst paths after layout <==
kind	from	endpoint	slack, ns	cells after the start
setup / recovery	s0	w8	-0.05	5
hold / removal	s1	w6	0.91	4
==> cell families after synthesis <==
logic type | synth area share (%)
and+or+nand+nor | 73.45
AOI/OAI and AO/OA | 26.55
==> metrics by stage <==
stage | worst slack [ns] | instances | util, %
finish | -0.05436 | 104 | 14.98
global route | -0.1015 | 104 | 14.98
CTS | -0.09054 | 103 | 15.05
detailed placement | -0.8628 | 98 | 13.37
global placement | -0.8468 | 98 | 13.37
floorplan | 0.2221 | 25 | -
==> routing by layer <==
layer | GRT usage [%] | wire length, um | up-vias
met1 | 3.889 | 491 | 120
li1 | - | - | 157
met4 | 0 | 0 | 0
met3 | 1.591 | 153 | 0
met2 | 4.334 | 381 | 16
met5 | 0 | 0 | -
No activity file was given, so power comes from the tool's default toggle rates.
