**flow/run.sh**
```bash
#!/bin/bash
# OpenROAD 26Q1-2900-gdf79404cd8, Yosys 0.63+post, stock flow scripts
make -C /OpenROAD-flow-scripts/flow DESIGN_CONFIG=/design/flow/config.mk WORK_HOME=/design/flow/orfs finish
```
**flow/config.mk**
```make
export PLATFORM = sky130hd
export DESIGN_NAME = Ripple_Carry_Adder_4_Bit_behavioural
export DESIGN_NICKNAME = Ripple_Carry_Adder_4_Bit_behavioural
export VERILOG_FILES = /design/flow/design.v
export SDC_FILE = /design/flow/constraint.sdc
export NUM_CORES = 4
export LEC_CHECK = 1
export CORE_AREA = 10 10 70 70
export DIE_AREA = 0 0 80 80
```
**flow/constraint.sdc**
```tcl
current_design Ripple_Carry_Adder_4_Bit_behavioural

set clk_period 3.8
set clk_io_pct 0.2

create_clock -name clk0 -period $clk_period

set non_clock_inputs [all_inputs -no_clocks]
set_input_delay [expr $clk_period * $clk_io_pct] -clock clk0 $non_clock_inputs
set_output_delay [expr $clk_period * $clk_io_pct] -clock clk0 [all_outputs]
```
**flow/design.v**
```verilog
module Ripple_Carry_Adder_4_Bit_behavioural(input [3:0] a,input [3:0] b,input cin, output reg [3:0] s,output reg cout);
reg [4:0] temp;
always @(*) begin
    temp=a+b+cin;
    s=temp[3:0];
    cout=temp[4];
end
 endmodule
```
==> out/summary.txt <==
Mapped Area -> 144 sq um
total of clock buffers placed in the layout -> 0
actual slew at the worst max-slew pin -> 0.157 ns
antenna violations before repair -> 0
total power density per cell area -> 131 nW/um^2
cell type with the largest total area -> fa_1
kind of critical path -> input port to primary output
Leak -> 0.135 nW
starting density of the core -> 0.0421
Arr. time, crit path -> 2.63 ns
postcts setup bufs -> 0
number of OpenROAD warnings -> 35
combined buffer and inverter count along the critical path -> 3
final slew viol count -> 0
first-pass GRT wire length -> 779 um
wire per inst -> 6.55 um
remaining design rule violation count -> 0
number of hold buffers added after cts -> 0
max incr delay on CP -> 0.48 ns
yosys stat chip area -> 144 sq um
run status -> finished clean
total negative slack for setup checks -> 0 ns
DRT Wirelength -> 498 um
register share after synthesis -> 0
relative area change from synthesis to final layout -> 137%
via count of the first global-routing pass -> 154
final std cells w/o fill -> 76
DP Cell Count -> 76
total number of placement rows -> 21
Post-Syn Instances -> 16
residual overflow from global routing -> 0
count of filler cells inserted in the layout -> 398
post-synthesis cell count from yosys -> 16
maximum fanout along the worst path -> 2
number of vias in the routed layout -> 156
Vias per Instance -> 2.05
Die Outline Area -> 6400 sq um
fraction of final layout cells sized beyond drive strength 1 -> 0.0333
drt initial violations -> 0
antenna diode instance count -> 0
kind of path behind the tightest hold check -> input port to primary output
worst slew margin relative to its limit -> 0.894
number of warnings issued by yosys -> 1
CP Capture Type -> primary output
die extent in y -> 80 um
global-route total usage across every layer -> 0.0155
DRT Pass-1 Iters -> 1
crit-path leading delay family -> buffers and inverters
Critical Path Start Type -> input port
Sequential cell area -> 0 sq um
share of the clock period used by the worst path after layout -> 0.892
pin count of the biggest net entering global routing -> 4
final critical path time including I/O delays and setup -> 3.39 ns
final weighted congestion in routability-driven placement -> 0.772
slowest library cell on the worst path -> clkdlybuf4s50_1
Final Setup Violations -> 0
Main area contributors -> fa_1 28%, ha_1 26%, xnor2_1 12%
post-CTS resize count -> 0
flip-flops -> 0
CP Cell Sequence -> clkdlybuf4s50_1 -> fa_1 -> inv_1 -> fa_1 -> nor2b_1 -> o21ai_0 -> nand2b_1 -> clkdlybuf4s50_1
Max Fclk -> 295 MHz
core area -> 3420 sq um
fraction of post-synthesis cell area in the top cell type by area -> 0.278
number of buffers inserted by port buffering -> 14
largest vdd supply drop -> 13.3 uV
Top Ports -> 14
number of maximum-capacitance constraint violations -> 0
post-synthesis cell type count -> 9
required time reported for the critical path endpoint -> 3.04 ns
RSZ-0062 raised after global routing -> no
Mapped Avg Cell Area -> 8.99 sq um
hold violation total from the final report -> 0
ANT nets after route -> 0
Die X-Extent -> 80 um
-- layout by cell type, fill, tap and decap left out --
cell	synthesis	layout
clkdlybuf4s50_1	0	14
inv_1	4	4
ha_1	3	3
xnor2_1	2	2
fa_1	2	2
nor2b_1	1	1
o21ai_0	1	1
nand2b_1	1	1
a21o_1	1	1
a21oi_2	1	1
-- final cells by class --
| class | instances | area [sq um] | share of cell area |
|---|---|---|---|
| timing repair buffer | 14 | 140 | 0.410 |
| tap | 46 | 57.6 | 0.168 |
| inverter | 4 | 15.0 | 0.0440 |
| multi-input combinational | 12 | 129 | 0.377 |
-- path summary, 6_finish.rpt --
| kind | slack [ns] | endpoint | start | depth (start not counted) |
|---|---|---|---|---|
| setup / recovery | 0.41 | cout | a[0] | 8 |
| hold / removal | 2.60 | s[0] | cin | 3 |
-- stage by stage --
stage / worst slack, ns / total power (W) / util / hold WS [ns] / area (sq um)
finish: 0.412 / 0.0000446 / 0.100 / 2.60 / 342
global route: 0.282 / 0.0000506 / 0.100 / 2.62 / 342
CTS: 0.392 / 0.0000461 / 0.100 / 2.61 / 342
detailed placement: 0.395 / 0.0000458 / 0.100 / 2.60 / 342
global placement: 0.404 / 0.0000458 / 0.100 / 2.61 / 342
floorplan: 1.36 / 0.0000141 / - / 1.62 / 144
-- metal layers --
metal | up-vias | routed length [um] | track usage
met4 | 0 | 0 | 0
met2 | 12 | 138 | 0.0169
met1 | 65 | 228 | 0.0232
met3 | 0 | 131 | 0.0125
li1 | 79 | - | -
met5 | - | 0 | 0
-- kinds of logic after synthesis --
kind of cell / Yosys count / synth area share
AOI/OAI and AO/OA: 3 / 0.148
xor gates and xnor gates: 2 / 0.122
adders and majority gates: 5 / 0.539
buffers and inverters: 4 / 0.104
and+or+nand+nor: 2 / 0.0870
-- cell usage after synthesis, drive strengths merged --
cell    n
a21oi   1
inv     4
ha      3
nor2b   1
a21o    1
xnor2   2
o21ai   1
nand2b  1
fa      2
-- report_power, final --
| group | internal (W) | switching, W |
|---|---|---|
| Combinational | 0.0000320 | 0.0000126 |
| Sequential | 0 | 0 |
| Clock | 0 | 0 |
Power figures rest on the tool's default switching activity, not on a simulated workload.
